### /design/flow/design.v
module stimulus;
wire[15:0] z;
reg [15:0] x,y;
wire c_in,c_out,lt,eq,gt,overflow;
reg[2:0] c;
ALU alu(x,y,z,c,c_in,c_out,lt,eq,gt,overflow);
initial
begin
x=16'b0000000000001011; y=16'b0000000000010011; c=3'b000;
		#1 $display("AND x= %b, y= %b, lt= %b gt= %b, eq= %b\n z= %b cin= %b, cout= %b, overflow= %b\n",x,y,lt,gt,eq,z,c_in,c_out,overflow);
x=16'b0000000000010011; y=16'b0000000000001011; c=3'b001;
		#1 $display("OR x= %b, y= %b, lt= %b gt= %b, eq= %b\n z= %b cin= %b, cout= %b, overflow= %b\n",x,y,lt,gt,eq,z,c_in,c_out,overflow);
x=16'b0000000000010011; y=16'b0000000000001011; c=3'b010;
		#1 $display("ADD x= %b, y= %b, lt= %b gt= %b, eq= %b\n z= %b cin= %b, cout= %b, overflow= %b\n",x,y,lt,gt,eq,z,c_in,c_out,overflow);
x=16'b0000000000000011; y=16'b0000000000000001; c=3'b011;
		#1 $display("SUB  x= %b, y= %b, lt= %b gt= %b, eq= %b\n z= %b cin= %b, cout= %b, overflow= %b\n",x,y,lt,gt,eq,z,c_in,c_out,overflow);
x=16'b0000000000001011; y=16'b0000000000010011; c=3'b111;
		#1 $display("set on lt  x= %b, y= %b, lt= %b gt= %b, eq= %b\n z= %b cin= %b, cout= %b, overflow= %b\n",x,y,lt,gt,eq,z,c_in,c_out,overflow);
end
endmodule
module ALU( x,y,z,c,c_in,c_out,lt,eq,gt,overflow);
input[15:0] x,y;
input[2:0] c;
output reg[15:0] z;
output reg c_in,c_out,lt,eq,gt,overflow;
reg[15:0] temp1,temp2,tempx,tempy,cin;
reg[16:0] temp3;
always@(x,y)
begin
if(x<y)
begin lt=1'b1; gt=1'b0; eq=1'b0; end
else if(x>y)
begin lt=1'b0; gt=1'b1; eq=1'b0; end
else if(x==y)
begin lt=1'b0; gt=1'b0; eq=1'b1; end
tempx = x;
tempy = y;
tempx[15]=0;                
tempy[15]=0;
cin = tempx + tempy;
if(cin[15]==0) c_in = 0;
else if(cin[15]==1) c_in=1;
temp3 = x+y;
if(temp3[16]==1) c_out = 1;
else if(temp3[16] == 0) c_out = 0;
overflow=c_in^c_out;
if(c==3'b000)
z=x&y;
else if(c==3'b001)
z=x|y;
else if(c==3'b010)
z=x+y;
else if(c==3'b011)
begin
temp1=x;
temp2=(~y+ 16'b1);
z=temp1 + temp2;
end
else if(c==3'b111)
if(x<y) z=1;
else if(x>=y) z=0;
end
endmodule
### /design/flow/run.sh
#!/bin/bash
# OpenROAD 26Q1-2900-gdf79404cd8, Yosys 0.63+post, stock flow scripts
make -C /OpenROAD-flow-scripts/flow DESIGN_CONFIG=/design/flow/config.mk WORK_HOME=/design/flow/orfs finish
### /design/flow/config.mk
export PLATFORM = sky130hd
export DESIGN_NAME = ALU
export DESIGN_NICKNAME = ALU
export VERILOG_FILES = /design/flow/design.v
export SDC_FILE = /design/flow/constraint.sdc
export NUM_CORES = 4
export LEC_CHECK = 1
export CORE_AREA = 10 10 109 109
export DIE_AREA = 0 0 119 119
### /design/flow/constraint.sdc
current_design ALU

set clk_period 7.6
set clk_io_pct 0.2

create_clock -name clk0 -period $clk_period

set non_clock_inputs [all_inputs -no_clocks]
set_input_delay [expr $clk_period * $clk_io_pct] -clock clk0 $non_clock_inputs
set_output_delay [expr $clk_period * $clk_io_pct] -clock clk0 [all_outputs]
==> notes.md <==
yosys + openroad results -> status finished, final reports clean, crit path launch type primary input, Main area contributors ha_1, dlxtn_1, inv_1, chip width between 100 and 150 um, setup bufs post-CTS 0, final core occ 0.3348, Syn. warnings 1, antenna cells 0, cell type with the largest total area ha_1, CP max FO 4, Final Cell Area around 3200 sq um, post-place setup slack between 1 and 1.5 ns, RSZ-0062 raised after global routing false, FP Rows 36, via/cell ratio between 4 and 5, Max VDD drop 0.01863 mV, DP Wirelength ~6.0 mm, first-pass GRT wire length around 12 mm, Seq cells post-synth 19, Max-area cell share 0.2370, initial cell density of the core 0.2629, Fin. Hold Viols 0, YS chip area between 2000 and 3000 sq um, main flop type dlxtn_1, Syn Std Cell Area 2534 sq um, total track usage 0.1019, CP required approximately 6 ns, number of port buffers approximately 57, Netlist cell types 57, Ports around 57, Lkg Pwr ~1.5 nW, Slew @ Worst Pin just under 0.8 ns, Worst Path Arrival about 4.8 ns, Crit Path Class primary input to output port, P&R area growth vs syn 27.36%, quantity of gates resized following cts 0, setup TNS 0 ns, largest net degree at the start of global routing 37, Setup crit end kind output port, Cell Count, Final, Fillers Out between 500 and 600, Final WS setup approximately 1.3 ns, Max Clock Freq between 150 and 200 MHz, Core ar. slightly below 10,000 sq um, Final GP Congestion roughly 0.88, FFs w/ async S/R, synth 0, Tot Pwr about 0.2 mW, register pins left without a clock 19, endpoints left unconstrained 35, hold buffers post-CTS 0, final-report setup violation count 0, max cap viols 0, Mapped Cells between 300 and 400, # Cells Yosys 351, DR pass1 iterations 4, initial antenna violation count 0, vias in the first global route between 2,000 and 2,500, DR iter-0 viols 184, Pwr Density around 63 nW/um^2, relative slew slack 0.4805, die area around 14,000 sq um, Mean Syn Cell Area 7.218 sq um, final WL 7.420 mm, Min Clock Period, post-route roughly 6.3 ns, DRC viols 0, cycle use final 0.8310, Placed Cells incl. Taps 533, area post-placement around 3200 sq um, count of library flops with an enable pin 0, chip height between 100 and 150 um, wire length per cell between 10 and 15 um, layout cells sized above 1 0.03000, Tool Warnings between 60 and 70, vias post-DR ~2,500, Slew Viols, Final 0, ANT nets after route 0, hold_ws approximately 4.3 ns, Hold Crit Class primary input to output port, grt total ovfl 0
[Yosys cell counts (3+ instances only)]
cell type  number
o31ai_1         5
ha_1           48
xnor2_1         9
mux2i_1         5
nor4_1          5
a31oi_1         3
nor2b_1         3
a21oi_1        32
o21a_1          3
or3_1           4
or2_2           3
o211ai_1        4
dlxtn_1        19
a211oi_1       12
o22ai_1         4
inv_1          51
buf_4           3
nor2_1         33
nor3_1          7
clkbuf_1        7
a21o_1          3
o21bai_1        3
nand2_1        12
o21ai_0        18
xor2_1          4
nand2b_1        6
nand3_1         9
[where the power goes]
group	total, mW	internal [mW]	leakage [nW]	switching, mW
logic	0.190	0.0896	1.31	0.101
registers	0.0121	0.0108	0.150	0.00127
clock network	0	0	0	0
total	0.202	0.100	1.46	0.102
[state kept, by name, summed over array words and instances, names as in the netlist]
register / flops
lt: 1
eq: 1
gt: 1
z: 16
[critical path, stage by stage]
cell             delay, ns
clkdlybuf4s50_1       0.45
ha_1                  0.26
fa_1                  0.42
a211o_1               0.29
a21oi_1               0.19
nor2_1                0.08
a311o_1               0.34
o31ai_1               0.50
o21ai_0               0.15
a21o_1                0.20
clkdlybuf4s50_1       0.40
[layout by cell type, fill, tap and decap left out, types with 2 or more instances in the layout]
cell type | synthesis | layout
clkdlybuf4s50_1 | 0 | 57
or3_1 | 4 | 4
mux4_2 | 2 | 2
fa_1 | 2 | 2
nor2_1 | 33 | 33
nand3_1 | 9 | 9
o2bb2ai_1 | 2 | 2
xor2_1 | 4 | 4
nor3_1 | 7 | 7
buf_4 | 3 | 3
mux2i_1 | 5 | 5
a21o_1 | 3 | 3
or2_2 | 3 | 3
a21oi_1 | 32 | 32
nand2b_1 | 6 | 6
o31ai_1 | 5 | 5
o21bai_1 | 3 | 3
a211oi_1 | 12 | 12
a31oi_1 | 3 | 3
nand3b_1 | 2 | 2
xnor2_1 | 9 | 9
nor4_1 | 5 | 5
conb_1 | 1 | 3
o211ai_1 | 4 | 4
ha_1 | 48 | 48
nor2b_1 | 3 | 3
o21a_1 | 3 | 3
nor3b_1 | 2 | 2
o21ai_0 | 18 | 18
o22ai_1 | 4 | 4
inv_1 | 51 | 51
dlxtn_1 | 19 | 19
nand4_1 | 2 | 2
nand2_1 | 12 | 12
[area by class of cell]
class	count	area [sq um]
timing repair buffer	60	593.1
fill	1059	6412
multi-input combinational	269	1987
inverter	52	195.2
sequential	19	285.3
tap	133	166.4
[cells by family (layout without fill, tap and decap cells)]
group / count (synthesis) / after routing / share of synthesized area
compound gates: 102 / 102 / 0.2568
xor+xnor: 13 / 13 / 0.04494
fa+ha+maj: 50 / 50 / 0.2528
buf+inv: 65 / 112 / 0.1062
latches: 19 / 19 / 0.1126
mux: 7 / 7 / 0.03753
other cells: 1 / 3 / 0.001480
simple gates: 94 / 94 / 0.1877
[worst paths after layout]
check	from	to	slack (ns)	cells past startpoint
min	y[15]	c_out	4.29	4
max	y[0]	c_out	1.28	11
[layer usage]
layer | share of wire | vias up | track usage | wire [um]
li1 | - | 1324 | - | -
met1 | 0.53 | 1126 | 0.1552 | 3934
met2 | 0.42 | 55 | 0.1577 | 3114
met3 | 0.050 | 0 | 0.01487 | 370
met4 | 0 | 0 | 0.0007634 | 0
met5 | 0 | - | 0 | 0
No activity file was given, so power comes from the tool's default toggle rates.
